--- design/flow/run.sh ---
#!/bin/bash
# OpenROAD 26Q1-2900-gdf79404cd8, Yosys 0.63+post, stock flow scripts
make -C /OpenROAD-flow-scripts/flow DESIGN_CONFIG=/design/flow/config.mk WORK_HOME=/design/flow/orfs finish
--- design/flow/constraint.sdc ---
current_design compteur_simple_init

set clk_period 1.2
set clk_io_pct 0.2

create_clock -name clk0 -period $clk_period [get_ports {clock_i}]

set non_clock_inputs [all_inputs -no_clocks]
set_input_delay [expr $clk_period * $clk_io_pct] -clock clk0 $non_clock_inputs
set_output_delay [expr $clk_period * $clk_io_pct] -clock clk0 [all_outputs]
--- design/flow/design.v ---
package ascon_pack;
	typedef logic[0:4][63:0] type_state;
	localparam logic [7:0]	 round_constant [0:11] = {8'hF0, 8'hE1, 8'hD2, 8'hC3, 8'hB4, 8'hA5, 8'h96, 8'h87, 8'h78, 8'h69, 8'h5A, 8'h4B};
  	localparam logic [4:0] sbox_c [0:31] = {5'h04, 5'h0B, 5'h1F, 5'h14, 5'h1A, 5'h15, 5'h09, 5'h02, 5'h1B,5'h05, 5'h08, 5'h12, 5'h1D, 5'h03, 5'h06, 5'h1C, 5'h1E, 5'h13, 5'h07, 5'h0E, 5'h00, 5'h0D, 5'h11, 5'h18, 5'h10, 5'h0C,5'h01, 5'h19, 5'h16, 5'h0A, 5'h0F, 5'h17};
endpackage : ascon_pack
`timescale 1 ns/ 1 ps
module compteur_simple_init import ascon_pack::*;
   (
    input logic 	clock_i,
    input logic 	resetb_i,
    input logic 	en_i,
    input logic 	init_a_i,
    output logic [4 : 0] cpt_o      
    ) ;
   logic [4:0] cpt_s;
   always_ff @(posedge clock_i or negedge resetb_i)
     begin
	if (resetb_i == 1'b0) begin
	   cpt_s <= 0;
	end
	else begin 
	   if (en_i == 1'b1) 
	     begin
		if (init_a_i==1'b1) begin
		   cpt_s<=0;
		end 
		else cpt_s <= cpt_s+1;
	     end
	end
     end
   assign cpt_o = cpt_s;
endmodule: compteur_simple_init
--- design/flow/config.mk ---
export PLATFORM = sky130hd
export DESIGN_NAME = compteur_simple_init
export DESIGN_NICKNAME = compteur_simple_init
export VERILOG_FILES = /design/flow/design.v
export SDC_FILE = /design/flow/constraint.sdc
export NUM_CORES = 4
export LEC_CHECK = 1
export CORE_AREA = 10 10 70 70
export DIE_AREA = 0 0 80 80
export SYNTH_HDL_FRONTEND = slang
==> out/qor.txt <==
Pwr Density: 1350 nW/µm²
DRT antenna net count: 0
First-pass GRT wire length: 1150 µm
FILL cells: 393
Ys cells: 26
Synth cell count leaders: 5 x dfrtp_1, 4 x inv_1, 3 x o22ai_1
Share of layout cells above drive strength 1: 28.9%
Die height: 80 µm
Slowest-stage cell, CP: dfrtp_1
Gate Area: 136 µm²
WL final: 724 µm
CP required: 1.33 ns
YS chip area: 270 µm²
Max-slew headroom: 83.4%
TritonCTS clock tree: yes
Unique cell types: 13
TritonCTS Buffers: 3
Worst path bufs/invs: 1
Leading area contributor after synthesis: dfrtp_1
Fin cells: 91
Clk ins delay skew pair: 0.25 ns
Initial DRT Pass Iterations: 2
Synthesized registers: 5
Total Routing Usage GR: 2.32%
Synthesized instance count: 26
Final Max Tran Viols: 0
CTS Sinks: 5
Largest stage delay, worst path: 0.37 ns
Leakage: 0.230 nW
GR Overflow Total: 0
Worst Hold Class: input port to asynchronous set/reset pin
DR WL/cell: 7.96 µm
Core Rows: 21
Worst-Margin Slew: 0.249 ns
Peak VDD IR: 0.000182 V
Top cell family by delay on the critical path: flip-flops
Ant diodes: 0
Clk buf depth: 2
Top-area cell share: 46.3%
Num ports: 9
Root Driver: clkbuf_4
Post-synth top flop: dfrtp_1
Die ar.: 6400 µm²
Fp util: 7.91%
Synth warn: 0
Tool warnings: 25
Finish-stage setup viols: 0
Critical path class: register to register
Critical Path Fanout Max: 3
Setup TNS: 0 ns
FMAX: 887 MHz
CTS H-tree depth: 1
CP cell instances: buf_4, ha_4, nand3_2, mux2i_1, o22ai_1
Most frequent cell after synthesis: dfrtp_1
Crit end category: register
EDFF count, synth: 0
Tmin final: 1.13 ns
Ys async rst share: 100%
Detailed-route vias per instance: 2.82
Post-detail-place hpwl: 554 µm
Via count: 257
Post-Syn Area: 270 µm²
Chip width: 80 µm
Vias in the first global route: 259
R2r setup slk: 0.07 ns
Antenna violations before repair: 0
R2R depth: 5
Gpl congestion: 0.684
Status: complete, no violations
Mean Syn Cell Area: 10.4 µm²
Core area: 3420 µm²
Period utilization: 94.0%
Port bufs: 8
Reg-to-Reg Start: cpt_o[1]
Startpoint Class: register
Worst EP arrival: 1.25 ns
Max FFs per register: 5
R2R Path End: cpt_o[4]
Hold Fails Final Rpt: 0
P&R area growth vs syn: 84.3%
Cts hold-fix bufs: 0
Initial DRC Count: 23
DRC violations left: 0
Post-synth seq share: 46.3%
Max cap viols: 0
Clock transition at the registers of the reported paths: 0.04 ns
Clk_skew: 0.000736 ns
Reg area: 125 µm²
Top cells, area: dfrtp_1 46%, mux2i_1 7.4%, o22ai_1 6.9%
Largest net degree at the start of global routing: 7
RSZ-0062 raised after global routing: false
Dpl cells: 83
==> worst max-delay path by stage <==
stage         from  depth (start not counted)        to  slack (ns)
5_1_grt   cpt_o[1]                          5  cpt_o[4]        0.01
6_report  cpt_o[1]                          5  cpt_o[4]        0.07
4_1_cts   cpt_o[0]                          5  cpt_o[4]       0.006
==> placed cells by master (no fill, tap or decap), drive strengths merged, types with 2 or more instances in the layout <==
master	instances
dlygate4sd2	5
nand3b	2
dfrtp	5
inv	4
nand3	2
buf	8
mux2i	2
clkbuf	4
and2b	2
o22ai	3
clkdlybuf4s50	3
==> report_power, final <==
group	total (mW)	switching, mW	internal (mW)
Clock	0.202	0.0758	0.126
Sequential	0.224	0.0182	0.205
Combinational	0.247	0.0942	0.152
Total	0.672	0.188	0.484
==> logic make-up after synthesis <==
family,after synthesis,share of synthesized area (%)
compound gates,5,11.6
simple gates,7,16.2
flops,5,46.3
buf+inv,5,9.72
mux,3,11.6
fa+ha+maj,1,4.63
==> stage by stage <==
| step | power (mW) | setup slack, ns | hold slack (ns) | utilization [%] | area, µm² |
|---|---|---|---|---|---|
| 4_1_cts | 0.673 | 0.00551 | 0.225 | 14.2 | 484 |
| 6_report | 0.672 | 0.0723 | 0.223 | 14.6 | 498 |
| 3_3_place_gp | 0.440 | -0.0651 | 0.486 | 12.5 | 427 |
| 2_1_floorplan | 0.315 | 0.126 | -0.0556 | - | 270 |
| 5_1_grt | 0.738 | 0.0118 | 0.219 | 14.6 | 498 |
| 3_5_place_dp | 0.444 | -0.107 | 0.494 | 12.5 | 427 |
==> per-layer routing <==
layer | up-vias | part of all wire (%) | GRT usage [%]
met5 | - | 0 | 0
met4 | 0 | 3.2 | 0.704
met3 | 3 | 13 | 2.27
met2 | 7 | 44 | 3.21
met1 | 119 | 40 | 2.40
li1 | 128 | - | -
==> worst register-to-register path: cells and delay by family, from the launching register on <==
kind                       cells  cell delay (ns)
and+or+nand+nor                1             0.07
adders and majority gates      1             0.16
buffers and inverters          1             0.15
AOI/OAI and AO/OA              1             0.08
DFF                            1             0.37
muxes                          1             0.17
==> what timing repair did <==
action | in CTS | in global routing
pin swaps | 0 | 1
endpoints found under the setup margin | 5 | 1
buffers inserted | 4 | 0
gates cloned | 0 | 0
gates resized | 7 | 2
==> cell type report <==
cell class | instances | share of cell area (%)
flip-flops and latches | 5 | 25.1
repair buffers | 16 | 27.6
clock buffers | 4 | 5.28
inverters | 4 | 3.02
well taps | 46 | 11.6
multi-input cells | 16 | 27.4
Power and IR drop assume default switching activity.
